<file path="config.mk">
export PLATFORM = sky130hd
export DESIGN_NAME = Add
export DESIGN_NICKNAME = Add
export VERILOG_FILES = /design/flow/design.v
export SDC_FILE = /design/flow/constraint.sdc
export NUM_CORES = 4
export LEC_CHECK = 1
export CORE_AREA = 10 10 87 87
export DIE_AREA = 0 0 97 97
</file>
<file path="constraint.sdc">
current_design Add

set clk_period 12.7
set clk_io_pct 0.2

create_clock -name clk0 -period $clk_period

set non_clock_inputs [all_inputs -no_clocks]
set_input_delay [expr $clk_period * $clk_io_pct] -clock clk0 $non_clock_inputs
set_output_delay [expr $clk_period * $clk_io_pct] -clock clk0 [all_outputs]
</file>
<file path="design.v">
module Add(
        input       [31:0]          a,
        input       [31:0]          b,
        output reg  [31:0]          sum
    );
    wire [31:0] s;
    always @(*) #1 sum = s;
    wire c16;
    CLA16 a0(.a(a[15: 0]), .b(b[15: 0]), .s(s[15: 0]), .cin(1'b0), .g(c16));
    CLA16 a1(.a(a[31:16]), .b(b[31:16]), .s(s[31:16]), .cin(c16));
endmodule  
module CLA_processor(
        input [3:0] p, g,
        input cin,
        output [3:1] c,
        output cout, pm, gm
    );
    assign c[1] = g[0] | cin & p[0];
    assign c[2] = g[1] | g[0] & p[1] | cin  & (&p[1:0]);
    assign c[3] = g[2] | g[1] & p[2] | g[0] & (&p[2:1]) | cin  & (&p[2:0]);
    assign cout = g[3] | g[2] & p[3] | g[1] & (&p[3:2]) | g[0] & (&p[3:1]) | cin & (&p[3:0]);
    assign gm = g[3] | g[2] & p[3] | g[1] & (&p[3:2]) | g[0] & (&p[3:1]);
    assign pm = &p;
endmodule  
module CLA4(
        input [3:0] a, b,
        input cin,
        output [3:0] s,
        output cout, p, g
    );
    wire [3:0] P;
    wire [3:0] G;
    wire [3:1] c;
    assign P = a ^ b;
    assign G = a & b;
    CLA_processor process(.p(P), .g(G), .c(c), .cin(cin), .cout(cout), .gm(g), .pm(p));
    assign s = P ^ {c,cin};
endmodule  
module CLA16 (
        input [15:0] a, b,
        input cin,
        output [15:0] s,
        output cout, p, g
    );
    wire [3:0] G;
    wire [3:0] P;
    wire [3:1] c;
    CLA4 a0(.a(a[ 3: 0]), .b(b[ 3: 0]), .s(s[ 3: 0]), .cin(cin),  .p(P[0]), .g(G[0]));
    CLA4 a1(.a(a[ 7: 4]), .b(b[ 7: 4]), .s(s[ 7: 4]), .cin(c[1]), .p(P[1]), .g(G[1]));
    CLA4 a2(.a(a[11: 8]), .b(b[11: 8]), .s(s[11: 8]), .cin(c[2]), .p(P[2]), .g(G[2]));
    CLA4 a3(.a(a[15:12]), .b(b[15:12]), .s(s[15:12]), .cin(c[3]), .p(P[3]), .g(G[3]));
    CLA_processor process(.p(P), .g(G), .c(c), .cin(cin), .cout(cout), .gm(g), .pm(p));
endmodule  
</file>
<file path="run.sh">
#!/bin/bash
# OpenROAD 26Q1-2900-gdf79404cd8, Yosys 0.63+post, stock flow scripts
make -C /OpenROAD-flow-scripts/flow DESIGN_CONFIG=/design/flow/config.mk WORK_HOME=/design/flow/orfs finish
</file>
==> notes.md <==
run results: Final TNS setup=0 ns, WL/cell=approximately 13 um, Rows=27, FMAX=121 MHz, total grt overflow=0, CP endpoint kind=primary output, Gate Count Post-Synth=194, Pins Over Slew Limit=0, DR vias=around 1.7k, Clk network pwr share=0%, Netlist Area Pre-Place=roughly 1500 sq um, Final Cycle Share=approximately 65%, yosys stat area=1480 sq um, FFs & Latches=0, placed instance count=362, ys cells=a little under 200, Port Buffers=roughly 96, HP Class=in2out, Tmin final=a little over 8 ns, power per cell area=between 50 and 60 nW/um^2, worst-path cell chain=clkdlybuf4s50_1 > ha_1 > a21oi_1 > o21ai_0 > a311o_1 > nor3_1 > a21o_1 > fa_1 > inv_1 > clkdlybuf4s50_1, Post-synth seq share=0%, FF+latch area=0 sq um, largest net degree at the start of global routing=8, Final Non-Filler Cells=between 300 and 400, mux share=less than 1%, Worst-Margin Slew=a little under 0.6 ns, Pint=~0.084 mW, crit-path max FO=7, sw power=between 0.04 and 0.05 mW, DIE WIDTH=slightly below 100 um, startpoint types=input pin, end-of-flow core utilization=44.9%, cts repair resizes=0, Unique masters post-synth=~40, RSZ-0062 raised after global routing=false, worst stage delay on the critical path=0.47 ns, Post-CTS Repair Setup Buffers=0, Vias/cell=4.65, DRC Markers=0, Synth Warn #=1, number of max-cap violations=0, OpenROAD warnings=32, WP data required=10.16 ns, xor+xnor area frac=a little under an eighth, outcome=complete, no violations, Complex Gates by Area=roughly 29%, Hold Vio Cnt, Final=0, crit-path most repeated cell=clkdlybuf4s50_1, Post-DRT Antenna Nets=0, maximum VDD drop=between 0.00002 and 0.000025 V, RD Place Congestion=just over 0.8, global-route wire length before repair=around 8000 um, leakage power=1.12 nW, Adder Area Share=37.0%, Total GRT Usage=9.61%, antenna cells=0, num ports=~96, proportion of layout cells with a drive suffix above 1=around 1.4%, die area=approximately 9400 sq um, Flop pwr share=0%, CP arrival=between 5 and 6 ns, Slew HR=about 60%, Design Power=around 0.13 mW, placed wire-length estimate=about 4300 um, CORE AREA=5640 sq um, comb. cell area=1370 sq um, Routed Wire Length=around 4700 um, Filler cells=573, CLK BUF=0, Setup CP Type=in2out, vias in the first global route=between 1.5k and 2k, fp_density=between 20% and 30%, Post-Synth Simple-Gate Area=14.0%, CTS Hold Bufs=0, combinational share of power=about 100%, Setup Viol. Count Final=0, First-pass DRT Iterations=4, Synth Area per Inst=about 7.6 sq um, antenna violations before repair=0, critical path's slowest cell=a311o_1, sw frac=around 36%, Die H=97 um, Layout area overhead=71.0%, Logic family by area=adder cells, Hold Slack=6.11 ns, drt first-iter violations=21
cell usage in the layout, fill, tap and decap left out, drive strengths merged, types with 2 or more instances in the layout:
cell type	instances
a211oi	3
a21o	9
a21oi	18
a311oi	2
a31oi	2
clkdlybuf4s50	96
fa	8
ha	31
inv	30
nand2	13
nand2b	2
nand3	5
nand4	4
nor2	13
nor3	2
o21a	4
o21ai	5
o21bai	2
o311ai	2
xnor2	17
xor2	3
layer usage:
layer  GRT usage (%)  share of wire, %
met1            12.5                47
met2            16.0                43
met3            3.22               9.5
met4               0                 0
met5               0                 0
metrics by stage:
step | setup slack, ns | area (sq um)
4_1_cts | 4.45 | 2530
3_3_place_gp | 4.49 | 2530
6_report | 4.47 | 2530
5_1_grt | 4.20 | 2530
2_1_floorplan | 5.61 | 1480
3_5_place_dp | 4.47 | 2530
worst paths after layout:
kind	from	end	slack, ns	cells past startpoint
setup / recovery	a[19]	sum[28]	4.47	10
hold / removal	b[0]	sum[0]	6.11	3
critical path: cells and delay by family:
kind                       cells  cell delay [ns]
and+or+nand+nor                1             0.31
AOI/OAI and AO/OA              4             1.08
buffers and inverters          3             0.94
adders and majority gates      2             0.82
cell usage after synthesis (2+ instances only):
master	n	area [sq um]
a21oi_1	18	90.1
inv_1	30	113
o311ai_0	2	17.5
ha_1	31	388
nor2_1	13	48.8
xor2_1	3	26.3
nand3_1	5	25.0
o21bai_1	2	15.0
o21ai_0	5	25.0
a31oi_1	2	12.5
o21a_1	4	30.0
xnor2_1	17	149
nor3_1	2	10.0
nand2b_1	2	12.5
nand4_1	4	25.0
a211oi_1	3	22.5
a21o_1	9	67.6
fa_1	8	160
nand2_1	13	48.8
final cells by class:
| type | instances | share of cell area (%) |
|---|---|---|
| inverter | 30 | 4.45 |
| multi-input combinational | 164 | 54.0 |
| tap | 72 | 3.56 |
| timing repair buffer | 96 | 38.0 |
cell families (layout without fill, tap and decap cells):
family                   Yosys count  in the layout
AND-OR/OR-AND                     60             60
XOR/XNOR                          20             20
adder cells (fa/ha/maj)           39             39
buffers and inverters             30            126
multiplexers                       1              1
AND/OR/NAND/NOR                   44             44
power by group through the flow:
stage	Sequential [mW]	Clock [mW]	Combinational [mW]
4_1_cts	0	0	0.134
5_1_grt	0	0	0.148
6_report	0	0	0.131
No activity file was given, so power comes from the tool's default toggle rates.
